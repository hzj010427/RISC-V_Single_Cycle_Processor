File: flow/config.mk
export PLATFORM = sky130hd
export DESIGN_NAME = ImmGen
export DESIGN_NICKNAME = ImmGen
export VERILOG_FILES = /design/flow/design.v
export SDC_FILE = /design/flow/constraint.sdc
export NUM_CORES = 4
export LEC_CHECK = 1
export CORE_AREA = 10 10 70 70
export DIE_AREA = 0 0 80 80
File: flow/constraint.sdc
current_design ImmGen

set clk_period 7.0
set clk_io_pct 0.2

create_clock -name clk0 -period $clk_period

set non_clock_inputs [all_inputs -no_clocks]
set_input_delay [expr $clk_period * $clk_io_pct] -clock clk0 $non_clock_inputs
set_output_delay [expr $clk_period * $clk_io_pct] -clock clk0 [all_outputs]
File: flow/design.v
`timescale 1ns / 1ps
module ImmGen ( InstCode , ImmOut );  
    input [31:0] InstCode ; 
    output reg [31:0] ImmOut ;
    always @(InstCode) 
    begin
        case ( InstCode [6:0])
            7'b0000011 : ImmOut = { InstCode [31]? {20{1 'b1 }}:20 'b0 , InstCode [31:20]};  
            7'b0010011 : ImmOut = { InstCode [31]? {20{1 'b1 }}:20 'b0 , InstCode [31:20]};  
            7'b0100011 : ImmOut = { InstCode [31]? {20{1 'b1 }}:20 'b0 , InstCode [31:25] , InstCode [11:7]};  
            7'b0010111 : ImmOut = { InstCode [31:12] , 12 'b0 };  
            default : ImmOut = {32 'b0 };
        endcase
    end
endmodule
File: flow/run.sh
#!/bin/bash
# OpenROAD 26Q1-2900-gdf79404cd8, Yosys 0.63+post, stock flow scripts
make -C /OpenROAD-flow-scripts/flow DESIGN_CONFIG=/design/flow/config.mk WORK_HOME=/design/flow/orfs finish
==> summary.txt <==
Implementation run completed; key figures follow.

Synth:
- The run gives the portion of the post-synthesis area used by sequential elements as 0.
- The run gives the average cell area after synthesis as 6.04 sq um.
- The run puts the count of distinct cell types in the synthesized netlist at 17.
- Yosys stat counts 74 cells in the synthesized netlist.
- The synthesized instance count is 74.
- The run gives the number of synthesis warnings as 1.
- The run gives the post-synth design cell area as 447 sq um.
- The run puts the synthesis area per yosys at 447 sq um.

Finish:
- Among logic cells in the layout, the one with the most instances is sky130_fd_sc_hd__clkdlybuf4s50_1.
- For the completed layout, the total cell area is recorded as 1120 sq um.
- Once layout is complete, the utilization of the core stands at 0.328.
- In the layout the commonest cells are sky130_fd_sc_hd__clkdlybuf4s50_1 (64), sky130_fd_sc_hd__nand2_1 (19), sky130_fd_sc_hd__a21oi_1 (14).
- The run puts the number of fill cells at 372.
- The run gives the area used by multi-input combinational logic as 415 sq um.
- The area growth from synthesis to layout is 151%.
- The design has 0 sequential cells.
- The run puts the tally of non-filler cells in the final layout at 180.
- After layout, the clock buffer instance count stands at 0.
- The run gives the share of cells above drive strength 1 as 0.104.
- The run gives the area taken by flip-flops and latches as 0 sq um.

Route:
- The run puts the routed length per placed instance at 13.2 um.
- Nets still carrying antenna violations after routing amount to 0.
- The run puts the detailed-route vias per instance at 3.91.
- The run puts the routed wire length at 2370 um.
- The run gives the diode insertion count for antenna repair as 0.
- The run gives the number of detailed-route iterations in the first pass as 4.
- The run gives the via total after detailed routing as 703.
- The run gives the DRC violation count after routing as 0.
- Per the log, the first TritonRoute iteration ended with a DRC count of 18.

Final timing:
- Pins over their slew limit in the final report were tallied at 0.
- The run gives the transition time at the pin with the least slew margin as 0.668 ns.
- Setup repair after global routing left no endpoint under its margin.
- The run puts the maximum clock frequency at 204 MHz.
- The run gives the final count of hold timing violations as 0.
- Setup slack closes at 2.11 ns.
- The run puts the ratio of final minimum period to clock period at 0.699.
- The slew check shows that the tightest pin keeps a relative margin of 0.554.
- The run puts the accumulated negative setup slack at 0 ns.
- The run puts the worst hold slack after final layout at 3.71 ns.
- The run gives the shortest period the worst path allows as 4.89 ns.
- The run gives the final-report setup violation count as 0.

Floorplanning:
- The run puts the count of pins on the block boundary at 64.
- The run puts the die area at 6400 sq um.
- The run puts the vertical die size at 80 um.
- The run gives the x dimension of the die as 80 um.
- The run gives the number of core rows as 21.
- The run puts the placeable core region at 3420 sq um.
- For this configuration, the core starts out at a cell density of 0.131.

Place:
- The run puts the total cell area at the placement stage at 1120 sq um.
- The run puts the number of placed instances with taps included at 180.
- Per the placement log, port buffering inserted 64 buffers.
- The run puts the final weighted congestion in routability-driven placement at 0.792.
- The run puts the total half-perimeter wirelength after legalization and detailed placement at 1970 um.
- The run puts the worst slack at placement at 2.05 ns.

Critical path:
- The run gives the library cell appearing most often on the critical path as sky130_fd_sc_hd__clkdlybuf4s50_1.
- The worst setup path is of the in -> out kind.
- The run gives the highest-delay cell along the critical path as sky130_fd_sc_hd__and4bb_1.
- The run gives the endpoint kind of the worst setup timing path as an output port.
- The run gives the highest fanout seen on the critical path as 20.
- The run puts the highest cell delay on the worst timing path at 0.76 ns.
- The run gives the data arrival at the endpoint of the critical path as 3.49 ns.
- STA classifies the critical path startpoint as a primary input.
- For the worst setup path, the data required time is 5.60 ns.
- The critical path goes through clkdlybuf4s50_1 -> and4bb_1 -> nand2_1 -> a21oi_2 -> clkdlybuf4s50_1.

Global routing:
- The run gives the wire length of the first global-routing pass as 3680 um.
- The layer flagged by global routing as most heavily used is met2.
- The run puts the global-route usage over all layers at 0.0688.
- On met3, the global router reports a usage of 0.0466.
- Entering global routing, the biggest net connects 23 pins.
- The run gives the total global routing overflow as 0.
- The number of global-route vias before repair is 735.
- The number of antenna violations at the first check in global routing is 0.
- The run puts the global-route track usage on met1 at 0.0929.
- For met2 alone, demand over resource in global routing was 0.0931.

Clock tree:
- The run gives the cell resize tally after clock tree synthesis as 0.
- The run gives the hold-fix buffer count after cts as 0.
- The number of setup buffers added after CTS is 0.

Power and ir drop:
- The run puts the standby leakage power at 0.349 nW.
- In this run the VDD rail shows a maximum IR drop of 0.0149 mV.
- For this design the ratio of total power to cell area is 31.4 nW/um^2.
- The final power report lists total power as 0.0352 mW.

Outcome:
- The run finished with clean final reports.

Min path:
- According to the hold report, the worst path is of the in -> out type.

Job:
- The run puts the number of max-cap violations at 0.
- The run gives the tool warning count as 32.
-- synth_stat cells --
cell type | n | area share
sky130_fd_sc_hd__or3_1 | 1 | 0.014
sky130_fd_sc_hd__buf_2 | 1 | 0.011
sky130_fd_sc_hd__buf_4 | 1 | 0.017
sky130_fd_sc_hd__and4bb_1 | 1 | 0.028
sky130_fd_sc_hd__clkbuf_1 | 2 | 0.017
sky130_fd_sc_hd__and2_1 | 7 | 0.098
sky130_fd_sc_hd__a211oi_4 | 1 | 0.045
sky130_fd_sc_hd__nor2b_1 | 2 | 0.028
sky130_fd_sc_hd__nand3b_1 | 1 | 0.017
sky130_fd_sc_hd__a21oi_1 | 14 | 0.16
sky130_fd_sc_hd__nor3b_2 | 1 | 0.028
sky130_fd_sc_hd__nand2_4 | 1 | 0.025
sky130_fd_sc_hd__nor2_1 | 6 | 0.050
sky130_fd_sc_hd__nand2_1 | 19 | 0.16
sky130_fd_sc_hd__and2b_1 | 5 | 0.084
sky130_fd_sc_hd__buf_6 | 1 | 0.025
sky130_fd_sc_hd__a21oi_2 | 10 | 0.20
-- cells by family (layout without fill, tap and decap cells) --
family	count (synthesis)	in the layout	share of synthesized area
buffers and inverters	5	65	0.0700
AOI/OAI and AO/OA	25	25	0.398
and+or+nand+nor	44	44	0.532
-- final cells by class --
class | instances | share of cell area
timing repair buffer | 65 | 0.578
multi-input combinational | 69 | 0.371
tap | 46 | 0.0513
-- layer usage --
metal / part of all wire / wire, um
met5: 0 / 0
met4: 0 / 0
met3: 0.21 / 491
met2: 0.36 / 843
met1: 0.44 / 1040
-- power by group --
part           total (mW)  switching (mW)  internal (mW)
logic              0.0352          0.0122         0.0230
clock network           0               0              0
registers               0               0              0
total              0.0352          0.0122         0.0230
-- critical path, delay by kind of cell --
family | cells | cell delay, ns
and+or+nand+nor | 2 | 0.91
AOI/OAI and AO/OA | 1 | 0.16
buffers and inverters | 2 | 1.02
-- worst paths after layout --
kind / to / cells past startpoint / slack [ns] / start
setup / recovery: ImmOut[22] / 5 / 2.11 / InstCode[5]
hold / removal: ImmOut[18] / 4 / 3.71 / InstCode[18]
No activity file was given, so power comes from the tool's default toggle rates.
