==> flow/design.v <==
`timescale 1ns / 1ps
module alu_32(
     input [31:0] A_in ,B_in ,  
     input [3:0] ALU_Sel ,  
     output [31:0] ALU_Out ,  
     output reg Carry_Out ,
     output Zero ,  
     output reg Overflow = 1'b0  
     );
     reg [31:0] ALU_Result;
     reg [32:0] temp;
     reg [32:0] twos_com;  
     assign ALU_Out = ALU_Result;  
     assign Zero = (ALU_Result == 0);  
     always @(*)
         begin
             Overflow = 1'b0;
             Carry_Out = 1'b0;
             case(ALU_Sel)
                 4'b0000:  
                    ALU_Result = A_in & B_in;
                 4'b0001:  
                    ALU_Result = A_in | B_in;
                 4'b0010:  
                     begin
                     ALU_Result = $signed(A_in) + $signed(B_in );
                     temp = {1'b0 , A_in} + {1'b0 , B_in };
                     Carry_Out = temp [32];
                     if (( A_in [31] & B_in [31] & ~ALU_Out [31]) |
                     (~ A_in [31] & ~B_in [31] & ALU_Out [31]))
                     Overflow = 1'b1;
                     else
                     Overflow = 1'b0;
                     end
                 4'b0110:  
                     begin
                     ALU_Result = $signed(A_in) - $signed(B_in) ;
                     twos_com = ~( B_in) + 1'b1;
                     if (( A_in [31] & twos_com [31] & ~ALU_Out [31]) |
                     (~ A_in [31] & ~twos_com [31] & ALU_Out [31]))
                     Overflow = 1'b1;
                     else
                     Overflow = 1'b0;
                     end
                 4'b0111:  
                    ALU_Result = ($signed(A_in) < $signed(B_in ))?32 'd1:32'd0;
                 4'b1100:  
                    ALU_Result = ~( A_in | B_in );
                 4'b1111:  
                    ALU_Result = (A_in == B_in )?32'd1:32'd0 ;
                 default: ALU_Result = A_in + B_in ;
                 endcase
         end
 endmodule
==> flow/run.sh <==
#!/bin/bash
# OpenROAD 26Q1-2900-gdf79404cd8, Yosys 0.63+post, stock flow scripts
make -C /OpenROAD-flow-scripts/flow DESIGN_CONFIG=/design/flow/config.mk WORK_HOME=/design/flow/orfs finish
==> flow/config.mk <==
export PLATFORM = sky130hd
export DESIGN_NAME = alu_32
export DESIGN_NICKNAME = alu_32
export VERILOG_FILES = /design/flow/design.v
export SDC_FILE = /design/flow/constraint.sdc
export NUM_CORES = 4
export LEC_CHECK = 1
export CORE_UTILIZATION = 30
==> flow/constraint.sdc <==
current_design alu_32

set clk_period 11.8
set clk_io_pct 0.2

create_clock -name clk0 -period $clk_period

set non_clock_inputs [all_inputs -no_clocks]
set_input_delay [expr $clk_period * $clk_io_pct] -clock clk0 $non_clock_inputs
set_output_delay [expr $clk_period * $clk_io_pct] -clock clk0 [all_outputs]
==> reports/qor.yml <==
yosys-stat-cells: 921
arrival_ns: 7.67
dp_hpwl_um: 21200
hold_viol: 0
place.port_buffers: 103
ios: 103
grt_max_degree: 39
vias_per_cell: 6.06
cpPeakStageDelay_ns: 0.97
worst_slack_ns: 1.77
routabilityCongestion: 1.04
flop_area_um2: 0
dp_slack_ns: 1.79
slew_viol_final: 0
initial_core_util_pct: 30.7
grt_overflow: 0
drv_cap: 0
peakVddDrop_mv: 0.0213
end_kind: "primary output"
layout_min_cycle_time_ns: 10.03
syn_avg_cell_area_um2: 6.76
clkbuf_count: 0
yosys_warnings: 1
ys_top_cells_by_count: "ha_1 (96), inv_1 (96), a21oi_1 (89)"
layout_worst_path_cycle_share_pct: 85.0
die_w_um: 146
seq_cells: 0
hold_class: "in -> out"
grt_pass1_wl_um: 41000
synth_seq_share_pct: 0
grt_usage_pct: 24.7
antenna_found_initial: 0
drive_gt1_share_pct: 5.83
fp.coreArea_mm2: 0.0203
warnings: 96
wirelength_um: 26500
wire_per_inst_um: 21.2
fin_cells: 1247
max_slew_margin_pct: 42.1
ys_area_mm2: 0.00623
status: "completed"
post_cts_buffers: 0
yosysTopAreaCellShare_pct: 19.3
synth_cell_types: 95
postRouteAntennaNets: 0
core.rowCount: 52
area_growth_pct: 19.0
grt_pass1_vias: 7011
drc: 0
dp_cells: 1247
critPathSlowestCell: "clkdlybuf4s50_1"
p_leak_nw: 3.05
netlist_area_mm2: 0.00623
top_area_cell: "ha_1"
rsz0062_at_grt: "false"
num_vias: 7558
tightest_slew_ns: 0.866
tns_ns: 0
fill_cells: 2205
power_density_mw_per_mm2: 54.1
cts_resized: 0
area_leaders: "ha_1 (19%), a21oi_1 (7.2%), inv_1 (5.8%)"
dr.pass1.iters: 8
max_freq_ghz: 0.0997
dieArea_mm2: 0.0213
critPathMaxFanout: 22
whs_ns: 5.98
hold_buffers: 0
die_y_um: 146
setup_viol: 0
netlist_instances: 921
antenna_cells: 0
critPathKind: "in -> out"
worstPathCellList: "clkdlybuf4s50_1 > buf_4 > nand2b_1 > a211o_1 > buf_4 > o221ai_1 > a22o_1 > or4_1 > or3_1 > nor3_2 > nand4bb_1 > or4_1 > or4_1 > nor4b_2 > clkdlybuf4s50_1"
required_ns: 9.44
drt_iter0_drc: 834
start_kind: "input port"
timing.critical_path.mode_cell: "or4_1"
-- layout make-up --
class                      instances  area, µm²  share of cell area [%]
inverter                          99        372                    5.02
multi-input combinational        761       5560                    75.1
tap                              270        338                    4.56
timing repair buffer             117       1140                    15.3
-- cells in the final DEF, fill, tap and decap left out, drive strengths merged, types with 11 or more instances in the layout --
master         synthesis  final
mux2i                 13     13
o221ai                17     17
inv                   99     99
o22ai                 19     19
o211ai                13     13
ha                    96     96
nand3                 13     13
a21oi                 89     89
nor2                  72     72
a22oi                 27     27
nor3                  27     27
o31ai                 21     21
nand2                 57     57
buf                   29     14
o21bai                12     12
nand4                 12     12
a211oi                15     15
nor4                  16     16
clkdlybuf4s50          0    103
a221o                 11     11
a21o                  17     17
a221oi                13     13
nand2b                13     13
o21ai                 44     44
-- metrics by stage --
stage | util, % | area, µm² | total power, W
global route | 36.5 | 7410 | 0.000433
finish | 36.5 | 7410 | 0.000401
CTS | 36.5 | 7410 | 0.000394
floorplan | - | 6230 | 0.000237
global placement | 36.5 | 7410 | 0.000394
detailed placement | 36.5 | 7410 | 0.000391
-- layer usage --
layer | global-route usage (%) | part of all wire [%]
met5 | 0 | 0
met4 | 8.07 | 3.8
met3 | 2.80 | 9.5
met2 | 38.2 | 43
met1 | 35.8 | 43
-- critical path: cells and delay by family --
kind,cells,cell delay [ns]
buffers and inverters,4,2.17
AOI/OAI and AO/OA,3,0.55
and+or+nand+nor,8,2.59
-- where the power goes --
| part | switching [W] | leakage, nW | total (W) | internal, W |
|---|---|---|---|---|
| sequential | 0 | 0 | 0 | 0 |
| clock | 0 | 0 | 0 | 0 |
| combinational | 0.000230 | 3.05 | 0.000401 | 0.000170 |
-- final timing paths --
path / from / to / slack, ns / cells after the start
setup / recovery: ALU_Sel[0] / Zero / 1.77 / 15
hold / removal: A_in[31] / Overflow / 5.98 / 5
-- cells by family after synthesis --
group / count (synthesis) / share of synthesized area, %
AND-OR/OR-AND: 383 / 44.5
XOR/XNOR: 7 / 0.985
adder cells (fa/ha/maj): 98 / 19.9
buffers and inverters: 160 / 10.7
multiplexers: 17 / 2.81
AND/OR/NAND/NOR: 256 / 21.2
Power figures rest on the tool's default switching activity, not on a simulated workload.
