## ./run.sh

```bash
#!/bin/bash
# OpenROAD 26Q1-2900-gdf79404cd8, Yosys 0.63+post, stock flow scripts
make -C /OpenROAD-flow-scripts/flow DESIGN_CONFIG=/design/flow/config.mk WORK_HOME=/design/flow/orfs finish
```

## ./config.mk

```make
export PLATFORM = sky130hd
export DESIGN_NAME = InstMem
export DESIGN_NICKNAME = InstMem
export VERILOG_FILES = /design/flow/design.v
export SDC_FILE = /design/flow/constraint.sdc
export NUM_CORES = 4
export LEC_CHECK = 1
export CORE_AREA = 10 10 70 70
export DIE_AREA = 0 0 80 80
```

## ./constraint.sdc

```tcl
current_design InstMem

set clk_period 1.8
set clk_io_pct 0.2

create_clock -name clk0 -period $clk_period

set non_clock_inputs [all_inputs -no_clocks]
set_input_delay [expr $clk_period * $clk_io_pct] -clock clk0 $non_clock_inputs
set_output_delay [expr $clk_period * $clk_io_pct] -clock clk0 [all_outputs]
```

## ./design.v

```verilog
`timescale 1ns / 1ps
module InstMem (input [7:0] addr, output wire [31:0] instruction);  
    reg [31:0]memory[63:0];
    wire [5:0]temp_addr;
    assign temp_addr = addr[7:2];
    assign instruction = memory[temp_addr];  
    initial 
        begin
            memory[0] = 32'h00007033;
            memory[1] = 32'h00100093; 
            memory[2] = 32'h00200113;
            memory[3] = 32'h00308193;
            memory[4] = 32'h00408213;
            memory[5] = 32'h00510293;
            memory[6] = 32'h00610313;
            memory[7] = 32'h00718393;
            memory[8] = 32'h00208433;
            memory[9] = 32'h404404b3;
            memory[10] = 32'h00317533;
            memory[11] = 32'h0041e5b3; 
            memory[12] = 32'h0041a633; 
            memory[13] = 32'h007346b3; 
            memory[14] = 32'h4d34f713; 
            memory[15] = 32'h8d35e793; 
            memory[16] = 32'h4d26a813; 
            memory[17] = 32'h4d244893;
            memory[18] = 32'h02b02823;
            memory[19] = 32'h03002603;
        end
endmodule
```

==> run summary <==
Die Area -> 6400 sq um
via count -> 757
register area share after synthesis -> 0%
final std cells w/o fill -> 184
crit path DRT -> 1.44 ns
vias in the first global route -> 800
Die Y-Extent -> 80 um
Synth area leader -> buf_4
P_leak -> 0.602 nW
Power Density -> 215 nW/um^2
CP endpoint kind -> output port
Cell Area, Synth -> 582 sq um
crit path from -> addr[6]
hold depth -> 4
DRC Markers -> 0
GR Util All Layers -> 7.30%
Core ar. -> 3420 sq um
crit path DAT -> 1.41 ns
fp util -> 17.0%
layout cells sized above 1 -> 47.8%
Slew Limit Fails -> 0
CLK BUF -> 0
first-pass GRT wire length -> 3.96 mm
min-delay worst type -> primary input to output port
Inst Count DP -> 165
worst-path cell chain -> buf_2 > and2b_4 > nand3_4 > nand2_2 > clkdlybuf4s50_1
RSZ-0062 raised after global routing -> true
die width -> 80 um
Final Hold Vio Count -> 0
post-detail-place hpwl -> 1.63 mm
Min Clock Period, post-route -> 1.77 ns
Crit Path Category -> primary input to output port
startpoint types -> primary input
flip-flops -> 0
Reg area -> 0 sq um
initial antenna violation count -> 0
tool warnings -> 42
met2 usage -> 13.8%
maximum vdd drop -> 0.0000975 V
Overflow after GRT -> 0
Yosys top cell area share -> 12.9%
largest net degree at the start of global routing -> 15
Setup-failing EPs final -> 0
CP Max Fanout -> 5
GP Congestion -> 0.801
drt first pass iters -> 4
P&R area growth vs syn -> 104%
min-delay src -> addr[6]
routed wire length -> 2.35 mm
Ant. Diodes -> 0
Yosys cell types -> 27
Overall Power -> 255 uW
met1 Usage GRT -> 8.50%
floorplan row count -> 21
Detail Route Antenna Nets -> 0
Cell area leaders -> buf_4, ha_1, buf_6
Achievable Freq -> 564 MHz
setup ws final -> 0.0259 ns
Routed wire per std cell -> 12.8 um
Via density -> 4.11
ys cells -> 85
Syn Inst Count -> 85
Chip Area, Yosys -> 582 sq um
fin util -> 34.8%
maxcap violations -> 0
Port Buffers -> 29
CP peak stage delay -> 0.46 ns
syn_area_per_cell -> 6.84 sq um
Yosys warnings -> 1
GR peak layer -> met2
routing usage on met3 -> 1.70%
IO Count -> 40
final cycle utilization of the critical path -> 98.6%
dpl ws -> -0.726 ns
Critical-path top delay cell -> clkdlybuf4s50_1
status -> complete, no violations
DRT iter0 DRCs -> 14
Worst Hold Path EP -> instruction[21]
## report_power, final
group          internal (mW)  switching [mW]  total, mW
Combinational          0.150           0.106      0.255
Clock                      0               0          0
Sequential                 0               0          0
## worst max path at each step
stage,endpoint,slack [ns],cells past startpoint
4_1_cts,instruction[5],-0.01,7
5_1_grt,instruction[27],-0.03,5
6_report,instruction[27],0.03,5
## routing by layer
layer | share of wire (%) | vias to the layer above
met2 | 52 | 18
met3 | 7.2 | 0
met4 | 0 | 0
met5 | 0 | -
met1 | 41 | 363
li1 | - | 376
## worst max-delay path: cells and delay by family
kind,cells,cell delay [ns]
and+or+nand+nor,3,0.45
buffers and inverters,2,0.60
## cell usage after synthesis (2+ instances only)
cell type	number
a21oi_1	11
and2b_1	2
buf_4	10
buf_6	5
conb_1	2
ha_1	6
inv_1	5
inv_2	2
mux2i_1	3
nand2_1	9
nor2_1	6
nor2b_1	3
o21ai_1	6
o31ai_2	2
## kinds of logic (layout without fill, tap and decap cells)
logic type	after synthesis	count (layout)	share of synthesized area [%]
compound gates	26	26	29.9
simple gates	26	26	23.7
buf+inv	22	69	27.1
fa+ha+maj	6	6	12.9
mux	3	3	5.16
other cells	2	8	1.29
## area by class of cell
class | count | area, sq um
timing repair buffer | 62 | 561
inverter | 7 | 26.3
multi-input combinational | 69 | 544
tap | 46 | 57.6
fill | 349 | 2230
## layout by cell type, fill, tap and decap left out, drive strengths merged, types with 5 or more instances in the layout
| master | Yosys | layout |
|---|---|---|
| buf | 15 | 42 |
| clkdlybuf4s50 | 0 | 5 |
| nand2 | 10 | 10 |
| o21ai | 7 | 7 |
| a21oi | 11 | 11 |
| nor2 | 7 | 7 |
| ha | 6 | 6 |
| dlygate4sd2 | 0 | 10 |
| conb | 2 | 8 |
| inv | 7 | 7 |
## stage by stage
stage          setup TNS (ns)  cell area (sq um)  hold WS (ns)
6_report                    0               1190          1.22
5_1_grt               -0.0542               1190          1.26
4_1_cts               -0.0113               1130          1.22
3_5_place_dp           -12.53                951          1.79
3_3_place_gp           -12.43                951          1.80
2_1_floorplan               0                604         0.801
## what timing repair did
action                                  4_1_cts  5_1_grt
buffers inserted                             15        5
pin swaps                                    12        5
endpoints found under the setup margin       24       13
hold buffers                                  0        0
gates cloned                                  0        0
resized                                      71       10
Power and IR drop assume default switching activity.
